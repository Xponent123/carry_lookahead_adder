==> flow/design.v <==
module inv (
    input wire x,
    output wire y,
    input wire vdd,
    input wire gnd
);
    assign y = ~x;
endmodule
module tspc (
    input wire D,
    output reg Q,
    input wire clk,
    input wire vdd,
    input wire gnd
);
    always @(posedge clk) begin
        Q <= D;
    end
endmodule
module and_gate (
    input wire A,
    input wire B,
    output wire out,
    input wire vdd,
    input wire gnd
);
    assign out = (A & B);
endmodule
module or_gate (
    input wire A,
    input wire B,
    output wire out,
    input wire vdd,
    input wire gnd
);
    assign out = (A | B);
endmodule
module xor_gate (
    input wire A,
    input wire B,
    output wire out,
    input wire vdd,
    input wire gnd
);
    assign out = (A ^ B);
endmodule
module png (
    input wire A,
    input wire B,
    output wire p,
    output wire g,
    input wire vdd,
    input wire gnd
);
    wire g1;
    xor_gate xor1 (.A(A), .B(B), .out(p), .vdd(vdd), .gnd(gnd));
    and_gate and1 (.A(A), .B(B), .out(g), .vdd(vdd), .gnd(gnd));
endmodule
module clagen (
    input wire p1, p2, p3, p4,
    input wire g1, g2, g3, g4,
    input wire c1,
    output wire c2, c3, c4, c5,
    input wire vdd,
    input wire gnd
);
    assign c2 = (p1&c1) | g1;
    assign c3 = (p1&c1&p2) | p2&g1 | g2;
    assign c4 = (p1&c1&p2&p3) | p2&p3&g1 | p3&g2 | g3;
    assign c5 = (p1&c1&p2&p3&p4) | p2&p3&p4&g1 | p3&p4&g2 | p4&g3 | g4;
endmodule
module main (
    input wire vdd,
    input wire gnd,
    input wire [3:0] A,
    input wire [3:0] B,
    input wire c0,
    output wire [4:0] s
);
    wire [3:0] p, g;
    wire c1, c2, c3;
    png x1 (.A(A[0]), .B(B[0]), .p(p[0]), .g(g[0]), .vdd(vdd), .gnd(gnd));
    png x2 (.A(A[1]), .B(B[1]), .p(p[1]), .g(g[1]), .vdd(vdd), .gnd(gnd));
    png x3 (.A(A[2]), .B(B[2]), .p(p[2]), .g(g[2]), .vdd(vdd), .gnd(gnd));
    png x4 (.A(A[3]), .B(B[3]), .p(p[3]), .g(g[3]), .vdd(vdd), .gnd(gnd));
    clagen x5 (
        .p1(p[0]), .p2(p[1]), .p3(p[2]), .p4(p[3]),
        .g1(g[0]), .g2(g[1]), .g3(g[2]), .g4(g[3]),
        .c1(c0), .c2(c1), .c3(c2), .c4(c3), .c5(s[4]),
        .vdd(vdd), .gnd(gnd)
    );
    assign s[0] = p[0] ^ c0;
    assign s[1] = p[1] ^ c1;
    assign s[2] = p[2] ^ c2;
    assign s[3] = p[3] ^ c3;
endmodule
module adder(
    input wire [3:0] A,
    input wire [3:0] B,
    input wire clk,
    output wire [4:0] S,
    input wire vdd,
    input wire gnd,
    input wire c0
);
    wire [3:0]  A1, B1;
    wire [4:0]  S1;
    tspc x1 (.D(A[0]), .Q(A1[0]), .clk(clk), .vdd(vdd), .gnd(gnd));
    tspc x2 (.D(A[1]), .Q(A1[1]), .clk(clk), .vdd(vdd), .gnd(gnd));
    tspc x3 (.D(A[2]), .Q(A1[2]), .clk(clk), .vdd(vdd), .gnd(gnd));
    tspc x4 (.D(A[3]), .Q(A1[3]), .clk(clk), .vdd(vdd), .gnd(gnd));
    tspc x5 (.D(B[0]), .Q(B1[0]), .clk(clk), .vdd(vdd), .gnd(gnd));
    tspc x6 (.D(B[1]), .Q(B1[1]), .clk(clk), .vdd(vdd), .gnd(gnd));
    tspc x7 (.D(B[2]), .Q(B1[2]), .clk(clk), .vdd(vdd), .gnd(gnd));
    tspc x8 (.D(B[3]), .Q(B1[3]), .clk(clk), .vdd(vdd), .gnd(gnd));
    main x9 (.A(A1), .B(B1), .c0(c0), .s(S1), .vdd(vdd), .gnd(gnd));
    tspc x10 (.D(S1[0]), .Q(S[0]), .clk(clk), .vdd(vdd), .gnd(gnd));
    tspc x11 (.D(S1[1]), .Q(S[1]), .clk(clk), .vdd(vdd), .gnd(gnd));
    tspc x12 (.D(S1[2]), .Q(S[2]), .clk(clk), .vdd(vdd), .gnd(gnd));
    tspc x13 (.D(S1[3]), .Q(S[3]), .clk(clk), .vdd(vdd), .gnd(gnd));
    tspc x14 (.D(S1[4]), .Q(S[4]), .clk(clk), .vdd(vdd), .gnd(gnd));
endmodule
==> flow/run.sh <==
#!/bin/bash
# OpenROAD 26Q1-2900-gdf79404cd8, Yosys 0.63+post, stock flow scripts
make -C /OpenROAD-flow-scripts/flow DESIGN_CONFIG=/design/flow/config.mk WORK_HOME=/design/flow/orfs finish
==> flow/config.mk <==
export PLATFORM = sky130hd
export DESIGN_NAME = adder
export DESIGN_NICKNAME = adder
export VERILOG_FILES = /design/flow/design.v
export SDC_FILE = /design/flow/constraint.sdc
export NUM_CORES = 4
export LEC_CHECK = 1
export CORE_AREA = 10 10 70 70
export DIE_AREA = 0 0 80 80
==> flow/constraint.sdc <==
current_design adder

set clk_period 3.1
set clk_io_pct 0.2

create_clock -name clk0 -period $clk_period [get_ports {clk}]

set non_clock_inputs [all_inputs -no_clocks]
set_input_delay [expr $clk_period * $clk_io_pct] -clock clk0 $non_clock_inputs
set_output_delay [expr $clk_period * $clk_io_pct] -clock clk0 [all_outputs]
==> impl_metrics.json <==
{
  "outcome": "finished, final reports clean",
  "grt_start_max_net_pins": 8,
  "finalSetupTns_ps": 0,
  "path_max_fanout": 1,
  "synthesis.area_um2": 442,
  "warnings": 28,
  "startpoint_type": "flop",
  "hold_viol": 0,
  "maxSlewHeadroom_pct": 90.4,
  "syn_to_final_growth_pct": 42.2,
  "peakVddDrop_uv": 252,
  "grt.total_usage_pct": 2.29,
  "grt_antenna_before_repair": 0,
  "drv_cap": 0,
  "r2r_cells": 5,
  "seq_area_frac_synth_pct": 58.9,
  "slew_violations": 0,
  "drt-vias-per-instance": 2.60,
  "r2r_end": "x14.Q",
  "cts.clk_slew.worst_paths_ps": 70,
  "fin_area_um2": 628,
  "edf_count": 0,
  "top_area_share_pct": 58.9,
  "p_per_area_nw_per_um2": 544,
  "grt_overflow": 0,
  "hold_buffers": 0,
  "drt-total-wl_um": 704,
  "end_kind": "output port",
  "fill_cells": 386,
  "skew_ps": 2.21,
  "yosys_warnings": 1,
  "drive_gt1_share_pct": 6.52,
  "crit_arrival_ps": 1040,
  "min_to": "x10.Q",
  "rsz0062_at_grt": "no",
  "drcViolationCount": 0,
  "max_freq_ghz": 0.602,
  "ys_area_um2": 442,
  "hpwl_um": 625,
  "synthFlopType": "dfxtp_1",
  "whs_ps": 533,
  "slowest_stage": "clkdlybuf4s50_1",
  "setup_viol": 0,
  "routedWlPerCell_um": 7.65,
  "ys_cells": 33,
  "rows": 21,
  "hp-start": "x5.Q",
  "clock_latency_ps": 260,
  "clkSinkCount": 13,
  "r2r_slack_ps": 1720,
  "syn_avg_cell_area_um2": 13.4,
  "initCoreUtil_pct": 12.9,
  "boundaryPins": 17,
  "tightest_slew_ps": 143,
  "ctsLongestPathBuffers": 2,
  "max_stage_delay_ps": 470,
  "fp.coreArea_um2": 3420,
  "num_antenna_cells": 0,
  "crit_family": "buffers and inverters",
  "period_needed_ps": 1660,
  "vias": 239,
  "hold_path.class": "reg2reg",
  "hold_depth": 1,
  "dieWidth_um": 80,
  "worstReg2RegStart": "x1.Q",
  "synth.area.top_cells": "dfxtp_1, ha_1, buf_4",
  "port_buffers": 14,
  "ys_types": 12,
  "grt_pass1_wl_mm": 1.10,
  "power.total_w": 0.000342,
  "placed_cell_area_um2": 602,
  "cts_resized": 0,
  "crit_cells": 1,
  "gp_congestion": 0.778,
  "leakagePower_nw": 0.255,
  "yosys.area.top_type": "dfxtp_1",
  "dieArea_um2": 6400,
  "crit_type": "reg2out",
  "die_y_um": 80,
  "grt_pass1_vias": 247,
  "cts_setup_buffers": 0,
  "ys_ff": 13,
  "ant_nets": 0,
  "finalCritPeriodShare_pct": 53.6,
  "cp_data_required_time_ps": 2480,
  "cts_tree": "done",
  "synthArstFlopShare_pct": 0,
  "top_cells_by_count": "dfxtp_1, buf_4, ha_1",
  "drt_first_pass_iters": 2,
  "synthMostInstantiatedCell": "dfxtp_1",
  "crit_chain": "clkdlybuf4s50_1",
  "cts_buffers": 3,
  "syn_inst": 33,
  "drtIter0Drc": 4,
  "h-tree-depth": 1,
  "critPathBufInv": 1,
  "root_buffer": "clkbuf_4"
}
==> logic make-up after synthesis <==
logic type | share of synthesized area, %
flops | 58.9
compound gates | 6.23
xor+xnor | 5.95
simple gates | 1.70
buf+inv | 8.50
fa+ha+maj | 18.7
==> layout make-up <==
cell class / instances / area, um2 / area share, %
Multi-Input combinational cell: 15 / 144 / 22.9
Timing Repair Buffer: 14 / 140 / 22.3
Clock buffer: 4 / 26.3 / 4.18
Sequential cell: 13 / 260 / 41.4
Tap cell: 46 / 57.6 / 9.16
==> layer usage <==
layer  global-route usage, %  vias to the layer above  part of all wire, %  routed length, um
li1                        -                      130                    -                  -
met5                       0                        -                    0                  0
met2                    2.81                       14                   40                284
met1                    2.81                       95                   44                309
met4                   0.176                        0                    0                  0
met3                    2.39                        0                   16                110
==> worst reg2reg max path, stage by stage (launching register included) <==
cell and delay [ps]:
dfxtp_1 330, ha_1 290, ha_1 200, o211ai_1 160, nand2_1 110, a21o_1 190
==> where the power goes <==
group | total [W] | switching (W) | internal [W]
registers | 0.000189 | 0.00000491 | 0.000184
clock network | 0.0000992 | 0.0000494 | 0.0000497
logic | 0.0000534 | 0.0000140 | 0.0000394
total | 0.000342 | 0.0000683 | 0.000274
==> layout by cell type, fill, tap and decap left out <==
| master | instances |
|---|---|
| clkdlybuf4s50_1 | 14 |
| dfxtp_1 | 13 |
| ha_1 | 5 |
| clkbuf_4 | 3 |
| xor2_1 | 2 |
| o211ai_1 | 1 |
| a21oi_1 | 1 |
| nand2_1 | 1 |
| a21o_1 | 1 |
| o21a_1 | 1 |
| nor2_1 | 1 |
| xnor2_1 | 1 |
| fa_1 | 1 |
| clkbuf_1 | 1 |
==> worst max-delay path by stage <==
stage / startpoint / endpoint / slack (ps)
finish: x11.Q / S[1] / 1440
global route: x12.Q / S[2] / 1390
CTS: x12.Q / S[2] / 1420
==> sequential cells by signal, summed over array words and instances, names as in the netlist <==
signal,count
x6.Q,1
x3.Q,1
x2.Q,1
x10.Q,1
x14.Q,1
x1.Q,1
x12.Q,1
x5.Q,1
x4.Q,1
x11.Q,1
x7.Q,1
x8.Q,1
x13.Q,1
==> per-stage QoR <==
stage / cells / util (%) / setup WS, ps
3_5_place_dp: 88 / 17.6 / 1200
3_3_place_gp: 88 / 17.6 / 1230
6_report: 92 / 18.4 / 1440
2_1_floorplan: 33 / - / 1770
4_1_cts: 92 / 18.4 / 1420
5_1_grt: 92 / 18.4 / 1390
No activity file was given, so power comes from the tool's default toggle rates.
